**design/flow/config.mk**
```make
export PLATFORM = sky130hd
export DESIGN_NAME = sccomp_dataflow
export DESIGN_NICKNAME = sccomp_dataflow
export VERILOG_FILES = /design/flow/design.v
export SDC_FILE = /design/flow/constraint.sdc
export NUM_CORES = 4
export LEC_CHECK = 1
export CORE_AREA = 10 10 108 108
export DIE_AREA = 0 0 118 118
export SYNTH_MEMORY_MAX_BITS = 65536
```
**design/flow/constraint.sdc**
```tcl
current_design sccomp_dataflow

set clk_period 5.5
set clk_io_pct 0.2

create_clock -name clk0 -period $clk_period [get_ports {clk_in}]

set non_clock_inputs [all_inputs -no_clocks]
set_input_delay [expr $clk_period * $clk_io_pct] -clock clk0 $non_clock_inputs
set_output_delay [expr $clk_period * $clk_io_pct] -clock clk0 [all_outputs]
```
**design/flow/design.v**
```verilog
module ALU (
    input wire[31:0] opr1,
    input wire[31:0] opr2,
    input wire[3:0] ALUControl,
    output wire[31:0] ALUResult,
    output wire overflow,
    output wire zero
);
    wire[32:0] extOpr1 = {opr1[31], opr1};
    wire[32:0] extOpr2 = {opr2[31], opr2};
    wire[32:0] addResult = extOpr1 + extOpr2;
    wire[31:0] adduResult = opr1 + opr2;
    wire[32:0] subResult = extOpr1 - extOpr2;
    wire[31:0] subuResult = opr1 - opr2;
    wire[31:0] andResult = opr1 & opr2;
    wire[31:0] orResult = opr1 | opr2;
    wire[31:0] xorResult = opr1 ^ opr2;
    wire[31:0] norResult = ~(opr1 | opr2);
    wire[31:0] sltResult = $signed(opr1) < $signed(opr2) ? 32'h1 : 32'h0;
    wire[31:0] sltuResult = opr1 < opr2 ? 32'h1 : 32'h0;
    wire[31:0] sllResult = opr2 << opr1;
    wire[31:0] srlResult = opr2 >> opr1;
    wire[31:0] sraResult = opr2[31] ? (~(32'hffffffff >> opr1) | (opr2 >> opr1)) : opr2 >> opr1;
    wire[31:0] luiResult = {opr2[15:0], 16'h0};
    assign ALUResult = ALUControl[3] ?  
                            (ALUControl[2] ?  
                                (ALUControl[1] ?  
                                    (ALUControl[0] ? sllResult : luiResult)  
                                    :  
                                    (ALUControl[0] ? srlResult : sraResult)  
                                )
                                :  
                                (ALUControl[0] ? sltuResult : sltResult)  
                            )
                            :  
                            (ALUControl[2] ?  
                                (ALUControl[1] ?  
                                    (ALUControl[0] ? norResult : xorResult)  
                                    :  
                                    (ALUControl[0] ? orResult : andResult)  
                                )
                                :  
                                (ALUControl[1] ?  
                                    (ALUControl[0] ? subuResult : subResult[31:0])  
                                    :  
                                    (ALUControl[0] ? adduResult : addResult[31:0])  
                                )
                            );
    assign overflow = ALUControl[3] | ALUControl[2] | ALUControl[0] ? 1'b0 : (ALUControl[1] ? subResult[32] ^ subResult[31] : addResult[32] ^ addResult[31]);
    assign zero = ~(| ALUResult);
endmodule
module CPU (
    input wire clk,
    input wire reset,
    input wire[31:0] inst,
    output wire[31:0] iAddr,
    input wire[31:0] dataIn,
    output wire[31:0] dAddr,
    output wire[31:0] dataOut,
    output wire DRAMwe,
    output wire[31:0] pc_out,
    output wire interruption
);
    wire[31:0] pc_in;
    wire[4:0] rs;
    wire[4:0] rt;
    wire[4:0] rd;
    wire[3:0] ALUControl;
    wire[15:0] Imm16;
    wire[25:0] Jimm;
    wire BEQ_BNE;
    wire[1:0] PCSrc;
    wire[1:0] RegDst;
    wire[1:0] ExtSelect;
    wire GPRwe;
    wire ALUASrc;
    wire ALUBSrc;
    wire[1:0] WBSrc;
    wire[31:0] pc4 = pc_out + 32'h4;  
    wire[31:0] Jconcatenate;
    wire[31:0] extResult;
    wire[31:0] ALUOpr1;
    wire[31:0] ALUOpr2;
    wire[31:0] ALUResult;
    wire overflow;
    wire zero;
    wire[31:0] branchPC;
    wire[4:0] GPRwaddr;
    wire[31:0] ALUA;
    wire[31:0] ALUB;
    wire[31:0] rdata1;
    wire[31:0] rdata2;
    wire[31:0] WBdata;
    wire RegFileWE;
    assign pc_in = PCSrc[1] ?  
                        (PCSrc[0] ? rdata1 : Jconcatenate)
                        :  
                        (PCSrc[0] ? branchPC : pc4);
    assign branchPC = (BEQ_BNE ^ zero) ? (pc4 + extResult) : pc4;
    assign GPRwaddr = RegDst[1] ?  
                            5'b11111
                            :  
                            (RegDst[0] ? rd : rt);
    assign ALUA = ALUASrc ? extResult : rdata1;
    assign ALUB = ALUBSrc ? extResult : rdata2;
    assign WBdata = WBSrc[1] ?  
                        pc4
                        :
                        (WBSrc[0] ? ALUResult : dataIn);
    assign iAddr = pc_out;
    assign dAddr = ALUResult;
    assign dataOut = rdata2;
    assign interruption = overflow;
    PC pc_inst(
        .clk(clk),
        .pc_in(pc_in),
        .reset(reset),
        .pc_out(pc_out)
    );
    Decoder decoder_inst(
        .inst(inst),
        .rs(rs),
        .rt(rt),
        .rd(rd),
        .ALUControl(ALUControl),
        .Imm16(Imm16),
        .Jimm(Jimm),
        .BEQ_BNE(BEQ_BNE),
        .PCSrc(PCSrc),
        .RegDst(RegDst),
        .ExtSelect(ExtSelect),
        .GPRwe(GPRwe),
        .ALUASrc(ALUASrc),
        .ALUBSrc(ALUBSrc),
        .DRAMwe(DRAMwe),
        .WBSrc(WBSrc)
    );
    Concatenate concatenate_inst(
        .Jimm(Jimm),
        .pc(pc4),
        .Jconcatenate(Jconcatenate)
    );
    ImmExt immExt_inst(
        .Imm16(Imm16),
        .ExtSelect(ExtSelect),
        .extResult(extResult)
    );
    ALU ALU_inst(
        .opr1(ALUA),
        .opr2(ALUB),
        .ALUControl(ALUControl),
        .ALUResult(ALUResult),
        .overflow(overflow),
        .zero(zero)
    );
    RegFile cpu_ref(
        .clk(clk),
        .reset(reset),
        .we(RegFileWE),
        .raddr1(rs),
        .raddr2(rt),
        .waddr(GPRwaddr),
        .wdata(WBdata),
        .rdata1(rdata1),
        .rdata2(rdata2)
    );
    OverflowProc overflowProc_inst(
        .RegDst(RegDst),
        .overflow(overflow),
        .GPRwe(GPRwe),
        .RegFileWE(RegFileWE)
    );
endmodule
module Concatenate (
    input wire[25:0] Jimm,
    input wire[31:0] pc,
    output wire[31:0] Jconcatenate
);
    assign Jconcatenate = {pc[31:28], Jimm, 2'b00};
endmodule
module DRAM (
    input wire clk,
    input wire we,
    input wire[31:0] addr,
    input wire[31:0] wdata,
    output wire[31:0] rdata
);
    reg[31:0] data_array[255:0];
    assign rdata = data_array[addr[9:2]];
    always @(posedge clk) begin
        if (we) begin
            data_array[addr[9:2]] <= wdata;
        end
    end
endmodule
module Decoder (
    input wire[31:0] inst,
    output wire[4:0] rs,
    output wire[4:0] rt,
    output wire[4:0] rd,
    output wire[3:0] ALUControl,
    output wire[15:0] Imm16,
    output wire[25:0] Jimm,
    output wire BEQ_BNE,
    output wire[1:0] PCSrc,
    output wire[1:0] RegDst,
    output wire[1:0] ExtSelect,
    output wire GPRwe,
    output wire ALUASrc,
    output wire ALUBSrc,
    output wire DRAMwe,
    output wire[1:0] WBSrc
);
    assign rs = inst[25:21];
    assign rt = inst[20:16];
    assign rd = inst[15:11];
    assign ALUControl = inst[31] ? 4'b0001 :  
                        (inst[29] ?  
                            (inst[28] ?  
                                (inst[27] ?  
                                    (inst[26] ? 4'b1110 : 4'b0110) :  
                                    {1'b0, inst[28:26]}  
                                ) :  
                                {inst[27], inst[28:26]}
                            ) :  
                            (inst[28] ?  
                                4'b0110 :  
                                (inst[27] ?  
                                    {2'b00, inst[27:26]} :  
                                    (inst[26] ? 4'b0001 : {4{inst[5]}} ~^ {inst[3], inst[5] & inst[2], inst[1:0]})  
                                )
                            )
                        );
    assign Imm16 = inst[15:0];
    assign Jimm = inst[25:0];
    assign BEQ_BNE = inst[26];
    assign PCSrc[1] = (~inst[29] & ~inst[28] & ~inst[27] & ~inst[26] & ~inst[5] & inst[3]) | (~inst[31] & ~inst[29] & ~inst[28] & inst[27]);
    assign PCSrc[0] = (~inst[29] & ~inst[28] & ~inst[27] & ~inst[26] & ~inst[5] & inst[3]) | (~inst[31] & ~inst[29] & inst[28] & ~inst[27]);
    assign RegDst[1] = ~inst[31] & ~inst[29] & ~inst[28] & inst[27] & inst[26];
    assign RegDst[0] = ~inst[29] & ~inst[28] & ~inst[27] & ~inst[26];
    assign ExtSelect[1] = (~inst[29] & ~inst[28] & ~inst[27] & ~inst[26]) | (~inst[31] & ~inst[29] & inst[28] & ~inst[27]);
    assign ExtSelect[0] = inst[29] ^ inst[28];
    assign GPRwe = ~((~inst[29] & ~inst[28] & ~inst[27] & ~inst[26] & ~inst[5] & inst[3]) | (inst[31] & inst[29] & ~inst[28] & inst[27] & inst[26]) | (~inst[31] & ~inst[29] & inst[28] & ~inst[27]) | (~inst[31] & ~inst[29] & ~inst[28] & inst[27] & ~inst[26]));
    assign ALUASrc = ~inst[29] & ~inst[28] & ~inst[27] & ~inst[26] & ~inst[5] & ~inst[2];
    assign ALUBSrc = (inst[29] | inst[31]);
    assign DRAMwe = inst[31] & inst[29];
    assign WBSrc[1] = ~inst[31] & ~inst[29] & ~inst[28] & inst[27] & inst[26];
    assign WBSrc[0] = inst[29] | inst[28] | ~inst[27] | ~inst[26];
endmodule
module IRAM (
    input wire[31:0] a,
    output wire[31:0] spo
);
    reg[31:0] inst_array[255:0];
    assign spo = inst_array[a[7:0]];
endmodule
module ImmExt (
    input wire[15:0] Imm16,
    input wire[1:0] ExtSelect,
    output wire[31:0] extResult
);
    assign extResult = ExtSelect[1] ?
                        (ExtSelect[0] ? {{14{Imm16[15]}}, Imm16, 2'b00} : {27'h0, Imm16[10:6]})
                        :  
                        {{16{ExtSelect[0] & Imm16[15]}} , Imm16};
endmodule
module OverflowProc (
    input wire[1:0] RegDst,
    input wire overflow,
    input wire GPRwe,
    output wire RegFileWE
);
    assign RegFileWE = RegDst[1] | (~overflow & GPRwe);
endmodule
module PC (
    input wire clk,
    input wire[31:0] pc_in,
    input wire reset,
    output reg[31:0] pc_out
);
    always @(posedge clk or posedge reset) begin
        if (reset) begin
            pc_out <= 32'h00400000;
        end
        else begin
            pc_out <= pc_in;
        end
    end
endmodule
module RegFile (
    input wire clk,
    input wire reset,
    input wire we,
    input wire[4:0] raddr1,
    input wire[4:0] raddr2,
    input wire[4:0] waddr,
    input wire[31:0] wdata,
    output wire[31:0] rdata1,
    output wire[31:0] rdata2
);
    reg[31:0] array_reg[31:0];
    assign rdata1 = array_reg[raddr1];
    assign rdata2 = array_reg[raddr2];
    integer i;
    always @(posedge clk or posedge reset) begin
        if (reset) begin
            for (i = 0; i < 32; i = i + 1) begin
                array_reg[i] <= 32'h0;
            end
        end
        else if (we && waddr != 4'b0000) begin
            array_reg[waddr] <= wdata;
        end
        else begin
            array_reg[0] <= 32'h0;
        end
    end
endmodule
module sccomp_dataflow (
    input wire clk_in,
    input wire reset,
    output wire[31:0] inst,
    output wire[31:0] pc
);
    wire[31:0] inst_iram_cpu;
    wire[31:0] iAddr_cpu_iram;
    wire[31:0] addr_cpu_dram;
    wire[31:0] data_cpu_dram;
    wire[31:0] data_dram_cpu;
    wire we_cpu_dram;
    CPU sccpu(
        .clk(clk_in),
        .reset(reset),
        .inst(inst_iram_cpu),
        .iAddr(iAddr_cpu_iram),
        .dataIn(data_dram_cpu),
        .dAddr(addr_cpu_dram),
        .dataOut(data_cpu_dram),
        .DRAMwe(we_cpu_dram),
        .pc_out(pc)
    );
    IRAM iram_inst(
        .a(iAddr_cpu_iram[12:2]),
        .spo(inst_iram_cpu)
    );
    DRAM dram_inst(
        .clk(clk_in),
        .we(we_cpu_dram),
        .addr(addr_cpu_dram),
        .wdata(data_cpu_dram),
        .rdata(data_dram_cpu)
    );
    assign inst = inst_iram_cpu;
endmodule
```
**design/flow/run.sh**
```bash
#!/bin/bash
# OpenROAD 26Q1-2900-gdf79404cd8, Yosys 0.63+post, stock flow scripts
make -C /OpenROAD-flow-scripts/flow DESIGN_CONFIG=/design/flow/config.mk WORK_HOME=/design/flow/orfs finish
```
==> flow_summary.yaml <==
# generated from flow reports
clocking:
  hold_buffers: 0
  cts_resized: 0
  cts_tree: "done"
  clk_latency_ns: 0.28
  htreeDepth: 2
  cts_root_buf: "clkbuf_8"
  cts.sinks: 30
  numCtsBuffers: 5
  cts.clk_slew.worst_paths_ns: 0.06
  cts_setup_buffers: 0
  clockBufferDepth: 2
grt:
  antenna_found_initial: 0
  grt_pass1_vias: 1112
  grt.overflow.total: 0
  grt_max_degree: 31
  grt_usage: 0.05134
  grt_pass1_wl_mm: 5.871
critical_path:
  cp_num_buf_inv: 1
  max_stage_delay_ns: 0.56
  cp_slowest_cell: "dfstp_2"
  critPathMaxFanout: 4
  critPathRequiredTime_ns: 4.40
  end_kind: "primary output"
  critPathKind: "reg2out"
  crit_arrival_ns: 1.31
  rrSetupSlack_ns: 3.77
  cpLargestDelayFamily: "flip-flops"
  path_cells: "clkdlybuf4s50_1"
  critPathLaunchType: "flop"
floorplanning:
  dieHeight_um: 118
  die_area_um2: 13920
  die_w_um: 118
  std_cell_rows: 35
  core_um2: 9284
  fp_util: 0.1717
  io_pins: 66
run_status:
  status: "completed"
routing:
  wl_mm: 3.590
  drc: 0
  vias: 1023
  wl_per_cell_um: 11.15
  num_antenna_cells: 0
  antenna_left: 0
  viasPerCell: 3.177
  firstDrtPassIters: 4
  first_iter_violations: 75
sta:
  min_period_ns: 2.406
  setup_slack_ns: 3.094
  finClkSkew_ns: 0.01114
  post-route-period-util: 0.4375
  maxSlewViolCount: 0
  whs_ns: 0.4645
  final.setup.tns_ns: 0
  rsz0062_at_grt: "false"
  setup_viol: 0
  finalHoldViolations: 0
  fmax_mhz: 415.6
yosys:
  synth_flop_count: 30
  synth_top_area_share: 0.4553
  synth_area_um2: 1594
  syn_area_per_cell_um2: 10.28
  ys_cells: 155
  yosys_warnings: 5
  ys_seq_share: 0.4717
  area_leaders: "dfrtp_1, buf_4, xor2_1, xnor2_1, nand4_1"
  ys.flop_type: "dfrtp_1"
  yosysTopAreaCell: "dfrtp_1"
  ys_area_um2: 1594
  synth.most_common_cell: "buf_4"
  yosysUniqueCellTypes: 20
  netlist_top_cells_count: "buf_4, dfrtp_1, xor2_1"
  synth-edff-count: 0
  synthCells: 155
  async_reset_ff_frac: 1.000
power:
  peakVddDrop_v: 0.00005973
  total_power_uw: 396.0
  powerDensity_nw_per_um2: 196.0
  p_leak_uw: 0.0009158
run:
  maxCapViolCount: 0
  openroad.warnings: 25
layout:
  largest_register_ff_count: 30
  reg_top3: "sccpu.pc_inst.pc_out (30)"
  fin_util: 0.2177
  top_register: "sccpu.pc_inst.pc_out"
  syn2layout_area_growth_pct: 26.77
  logic_area_um2: 680.7
  seqCellArea_um2: 752.0
  fill_cells: 1033
  layout-drive-gt1-share: 0.07254
place:
  place_hpwl_mm: 2.847
  numPortBuffers: 31
  gp_congestion: 0.7507
  dp_slack_ns: 3.388
hold_path:
  hold_class: "reg2reg"
[power by group]
group | total (µW) | switching (µW) | internal, µW | leakage, µW
clock network | 168 | 80.8 | 87.5 | 0.0000450
registers | 221 | 0 | 221 | 0.000406
logic | 6.97 | 5.83 | 1.14 | 0.000465
[cells in the final DEF, fill, tap and decap left out]
cell type        synthesis  final
nor3_2                   2      2
inv_1                    7      7
dfrtp_1                 29     29
clkbuf_8                 0      5
nand4_4                  1      1
xnor2_1                 13     13
and3_2                   1      1
nand2_1                 12     12
nor3_1                   4      4
conb_1                   1     34
clkdlybuf4s50_1          0     31
ha_1                     1      1
buf_4                   34      1
dfstp_2                  1      1
clkinv_2                 0      2
and2_1                   1      1
nor4_4                   1      1
clkbuf_1                 1      1
nor2_1                  12     12
and3_1                   3      3
nand3_1                  8      8
xor2_1                  15     15
nand4_1                  8      8
[stage by stage]
stage	cells	instance area, µm²
after CTS	322	2021
after detailed placement	314	1938
final	322	2021
after global placement	314	1938
after global routing	322	2021
after floorplan	188	1718
[final timing paths]
check / cells past startpoint / startpoint / end
max in group asynchronous: 3 / reset / sccpu.pc_inst.pc_out[22]$_DFF_PP1_
min in group asynchronous: 3 / reset / sccpu.pc_inst.pc_out[3]$_DFF_PP0_
hold / removal: 1 / sccpu.pc_inst.pc_out[31]$_DFF_PP0_ / sccpu.pc_inst.pc_out[31]$_DFF_PP0_
setup / recovery: 1 / sccpu.pc_inst.pc_out[22]$_DFF_PP1_ / pc[22]
hold reg to reg: 1 / sccpu.pc_inst.pc_out[31]$_DFF_PP0_ / sccpu.pc_inst.pc_out[31]$_DFF_PP0_
setup reg to reg: 5 / sccpu.pc_inst.pc_out[11]$_DFF_PP0_ / sccpu.pc_inst.pc_out[31]$_DFF_PP0_
[worst register-to-register path: stages, from the launching register on]
cell     delay [ns]
dfrtp_1        0.45
nand3_1        0.15
nor4_4         0.46
nand4_1        0.26
nor3_2         0.18
xor2_1         0.15
[final cells by class]
class,count,share of cell area
flip-flops and latches,30,0.3721
multi-input cells,116,0.3368
repair buffers,32,0.1573
well taps,129,0.07988
clock buffers,6,0.03591
inverters,7,0.01300
clock inverters,2,0.004954
[kinds of logic (layout without fill, tap and decap cells)]
family | count (synthesis) | count (layout) | share of synthesized area
adders and majority gates | 1 | 1 | 0.007848
xor gates and xnor gates | 28 | 28 | 0.1538
other | 1 | 34 | 0.002353
buffers and inverters | 42 | 47 | 0.1790
and+or+nand+nor | 53 | 53 | 0.1852
DFF | 30 | 30 | 0.4717
[per-layer routing]
metal | global-route usage | share of wire
met2 | 0.08112 | 0.47
met1 | 0.06606 | 0.44
met3 | 0.01896 | 0.075
met4 | 0.01005 | 0.014
met5 | 0 | 0
Power is estimated from default activity; no workload was simulated.
